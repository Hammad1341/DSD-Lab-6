File: flow/config.mk
export PLATFORM = sky130hd
export DESIGN_NAME = SevenSegmentDisplay
export DESIGN_NICKNAME = SevenSegmentDisplay
export VERILOG_FILES = /design/flow/design.v
export SDC_FILE = /design/flow/constraint.sdc
export NUM_CORES = 4
export LEC_CHECK = 1
export CORE_UTILIZATION = 50
File: flow/constraint.sdc
current_design SevenSegmentDisplay

set clk_period 2.2
set clk_io_pct 0.2

create_clock -name clk0 -period $clk_period [get_ports {clk}]

set non_clock_inputs [all_inputs -no_clocks]
set_input_delay [expr $clk_period * $clk_io_pct] -clock clk0 $non_clock_inputs
set_output_delay [expr $clk_period * $clk_io_pct] -clock clk0 [all_outputs]
File: flow/design.v
module SevenSegmentDisplay(
    input logic [3:0] num,
    input logic [2:0] sel,
    input logic clk, reset, write,
    output logic [7:0] anode,
    output logic [6:0] cathode
);
    logic [3:0] digit_values[0:7];
    integer i;
    always_ff @(posedge clk or posedge reset) begin
        if(reset) begin
            for(i = 0; i < 8; i++) begin
                digit_values[i] <= 4'b0000;
            end
        end
        else begin
            if (write) begin
                case(sel)
                    3'b000: digit_values[0] <= num;
                    3'b001: digit_values[1] <= num;
                    3'b010: digit_values[2] <= num;
                    3'b011: digit_values[3] <= num;
                    3'b100: digit_values[4] <= num;
                    3'b101: digit_values[5] <= num;
                    3'b110: digit_values[6] <= num;
                    3'b111: digit_values[7] <= num;
                endcase
            end
            else begin
                case(sel)
                    3'b000: begin 
                        anode <= 8'b11111110;
                        cathode <= get_cathode_value(digit_values[0]);
                    end
                    3'b001: begin 
                        anode <= 8'b11111101;
                        cathode <= get_cathode_value(digit_values[1]);
                    end
                    3'b010: begin 
                        anode <= 8'b11111011;
                        cathode <= get_cathode_value(digit_values[2]);
                    end
                    3'b011: begin 
                        anode <= 8'b11110111;
                        cathode <= get_cathode_value(digit_values[3]);
                    end 
                    3'b100: begin 
                        anode <= 8'b11101111;
                        cathode <= get_cathode_value(digit_values[4]);
                    end
                    3'b101: begin 
                        anode <= 8'b11011111;
                        cathode <= get_cathode_value(digit_values[5]);
                    end 
                    3'b110: begin 
                        anode <= 8'b10111111;
                        cathode <= get_cathode_value(digit_values[6]);
                    end
                    3'b111: begin 
                        anode <= 8'b01111111;
                        cathode <= get_cathode_value(digit_values[7]);
                    end
                endcase
            end
        end
    end
    function logic [6:0] get_cathode_value;
        input logic [3:0] digit;
        begin
            case(digit)
                4'b0000: get_cathode_value = 7'b0000001;
                4'b0001: get_cathode_value = 7'b1001111;
                4'b0010: get_cathode_value = 7'b0010010;
                4'b0011: get_cathode_value = 7'b0000110;
                4'b0100: get_cathode_value = 7'b1001100;
                4'b0101: get_cathode_value = 7'b0100100;
                4'b0110: get_cathode_value = 7'b0100000;
                4'b0111: get_cathode_value = 7'b0001111;
                4'b1000: get_cathode_value = 7'b0000000;
                4'b1001: get_cathode_value = 7'b0000100;
                4'b1010: get_cathode_value = 7'b0001000;
                4'b1011: get_cathode_value = 7'b1100000;
                4'b1100: get_cathode_value = 7'b0110001;
                4'b1101: get_cathode_value = 7'b1000010;
                4'b1110: get_cathode_value = 7'b0110000;
                4'b1111: get_cathode_value = 7'b0111000;
                default: get_cathode_value = 7'b0000000;
            endcase
        end
    endfunction
endmodule
File: flow/run.sh
#!/bin/bash
# OpenROAD 26Q1-2900-gdf79404cd8, Yosys 0.63+post, stock flow scripts
make -C /OpenROAD-flow-scripts/flow DESIGN_CONFIG=/design/flow/config.mk WORK_HOME=/design/flow/orfs finish
==> run_results.csv <==
group,metric,value,unit
outcome,run_status,"finished, final reports clean",
drt,postRouteWirelength,10000,µm
floorplan,dieArea,0.00847,mm²
synthesis,top_area_share,19.8,%
synthesis,number_of_synthesized_register_bits,47,
placement,placement.cell_area,0.00471,mm²
sta,fin_skew,0.00674,ns
sta,final.hold.worst_slack,0.571,ns
synthesis,synth-area-yosys,0.00405,mm²
global_routing,grt_pass1_vias,3109,
synthesis,synthArstFlopShare,68.1,%
floorplan,floorplan.die.width,92.0,µm
synthesis,post_synth_mux_area_share,8.80,%
final_layout,drive_gt1_share,19.0,%
drt,antenna_left,0,
clock_tree,cts-buffers-inserted,5,
synthesis,mean_syn_cell_area,8.92,µm²
synthesis,top_area_cell,"sky130_fd_sc_hd__dfrtp_1",
final_layout,layoutNonFillerInstCount,619,
clock_tree,cts.clk_slew.worst_paths,0.09,ns
sta,fmax,0.464,GHz
synthesis,ys_sh_simple,17.6,%
synthesis,mappedNetlistArea,0.00405,mm²
power_and_ir_drop,total_power,3.40,mW
synthesis,leading_post_synthesis_cells_by_instance_count,"sky130_fd_sc_hd__ha_1 (55), sky130_fd_sc_hd__a21oi_1 (40), sky130_fd_sc_hd__nand2_1 (40)",
synthesis,enable_flop_cells,15,
drt,dr.pass1.iters,4,
clock_tree,cts.sinks,47,
synthesis,syn-instance-count,454,
clock_tree,worstSkewPairLatency,0.30,ns
drt,detailroute.via_count,3442,
sta,setup_viol_count_final,0,
global_routing,grt_first_pass_wirelength,16000,µm
critical_path,crit_required,2.25,ns
clock_tree,ctsRootBufferMaster,"sky130_fd_sc_hd__clkbuf_8",
synthesis,post_synth_ao_oa_area_fraction,19.6,%
sta,grt_setup_unrepaired,"false",
final_layout,final_util,61.9,%
power_and_ir_drop,p_per_area,708,mW/mm²
clock_tree,h-tree-depth,2,
synthesis,yosys-top-cells-area,"sky130_fd_sc_hd__dfrtp_1 (20%), sky130_fd_sc_hd__ha_1 (17%), sky130_fd_sc_hd__edfxtp_1 (11%)",
sta,setup-tns-final,0,ns
synthesis,most_common_cell,"sky130_fd_sc_hd__ha_1",
critical_path,r2r_cells,7,
critical_path,path_class,"flop to flop",
placement,finalWeightedCongestion,0.937,
drt,drc_violations,0,
synthesis,topCombFamilyByArea,"AND-OR/OR-AND gates",
placement,hpwlAfterDp,7670,µm
critical_path,path_max_fanout,4,
final_layout,design_area,0.00481,mm²
synthesis,synthXorXnorAreaFrac,0,%
critical_path,crit_path_start_kind,"flop",
synthesis,synth.yosys.warnings,2,
placement,place_ws,-0.221,ns
sta,final.setup.worst_slack,0.0458,ns
floorplan,coreArea,0.00777,mm²
global_routing,gr-total-overflow,0,
critical_path,timing.critical_path.arrival,2.21,ns
drt,drtIter0Drc,181,
placement,dp_cells,611,
critical_path,setup.worst_path.end_class,"flop",
sta,timing_worst_slew_pin_value,0.548,ns
flow_run,warning_count,72,
hold_path,timing.hold.worst.class,"primary input to async pin",
global_routing,groute.usage.overall,25.6,%
floorplan,boundaryPins,25,
sta,final_period_util,97.9,%
synthesis,cell_count_in_the_yosys_report,454,
floorplan,initial_core_util,52.2,%
power_and_ir_drop,peakVddDrop,0.421,mV
drt,vias_per_cell,5.56,
power_and_ir_drop,leakagePower,2.07,nW
synthesis,flop_cell,"sky130_fd_sc_hd__dfrtp_1",
drt,wire_per_inst,16.2,µm
synthesis,synth-adder-area-share,17.0,%
drt,n_antenna_cell,0,
clock_tree,clock_tree.buffer_depth,2,
clock_tree,tritoncts_clock_tree,"yes",
sta,worst_slew_margin_rel,63.3,%
final_layout,flow.area_growth_from_synthesis,18.7,%
flow_run,max_cap_violations,0,
placement,io_buffer_count,24,
sta,final_max_slew_viol_count,0,
floorplan,floorplan_row_count,32,
synthesis,yosysSeqAreaShare,30.9,%
sta,finalWorstPathRequiredPeriod,2.15,ns
global_routing,grt_max_degree,33,
floorplan,die_h,92.0,µm
synthesis,synth_cell_type_count,58,
global_routing,initial_antenna_violation_count,0,
sta,finalHoldViolCount,0,
clock_tree,postCtsSetupRepairBufs,0,
==> registers in the layout, summed over array words and instances, names as in the netlist <==
signal / flops
digit_values: 32
cathode: 7
anode: 8
==> path summary, 6_finish.rpt <==
path,startpoint,end,slack [ns]
setup / recovery,digit_values[1][1],cathode[3],0.05
hold / removal,reset,digit_values[5][2],0.57
setup reg to reg,digit_values[1][1],cathode[3],0.05
hold reg to reg,digit_values[5][0],digit_values[5][0],0.61
max in group asynchronous,reset,digit_values[5][0],1.30
min in group clk0,digit_values[5][0],digit_values[5][0],0.61
==> final cells by class <==
cell class                 count  area (µm²)
multi-input combinational    351        2570
sequential                    47        1250
clock inverter                 2        12.5
timing repair buffer          78         646
inverter                      33         130
tap                          102         128
fill                         681        2960
clock buffer                   6        72.6
==> worst max-delay path, stage by stage, from the launching register on <==
cell and delay (ns):
sky130_fd_sc_hd__dfrtp_1 0.35, sky130_fd_sc_hd__inv_1 0.10, sky130_fd_sc_hd__ha_4 0.29, sky130_fd_sc_hd__inv_1 0.03
sky130_fd_sc_hd__mux4_2 0.46, sky130_fd_sc_hd__a22oi_2 0.20, sky130_fd_sc_hd__nand3_1 0.13, sky130_fd_sc_hd__or3_1 0.33
==> what timing repair did <==
item / in CTS / in global routing
setup endpoints to repair: 0 / 3
gates resized: 0 / 4
hold buffers: 0 / 0
==> placed cells by master, fill, tap and decap left out, types with 2 or more instances in the layout <==
master and instances:
sky130_fd_sc_hd__inv_1 25, sky130_fd_sc_hd__a31oi_1 5, sky130_fd_sc_hd__nor3b_1 5, sky130_fd_sc_hd__nand4_1 3
sky130_fd_sc_hd__and3b_1 2, sky130_fd_sc_hd__mux4_2 3, sky130_fd_sc_hd__a21oi_1 39, sky130_fd_sc_hd__o21ai_0 25
sky130_fd_sc_hd__o21ai_1 10, sky130_fd_sc_hd__a211oi_1 15, sky130_fd_sc_hd__dfrtp_1 31, sky130_fd_sc_hd__nor2_1 29
sky130_fd_sc_hd__mux2_1 10, sky130_fd_sc_hd__o211ai_1 7, sky130_fd_sc_hd__clkbuf_8 5, sky130_fd_sc_hd__clkdlybuf4s50_1 24
sky130_fd_sc_hd__or3_1 2, sky130_fd_sc_hd__nand3_1 11, sky130_fd_sc_hd__nor3_1 2, sky130_fd_sc_hd__nor2_2 2
sky130_fd_sc_hd__buf_4 54, sky130_fd_sc_hd__edfxtp_1 15, sky130_fd_sc_hd__mux2i_1 3, sky130_fd_sc_hd__o21a_1 3
sky130_fd_sc_hd__mux2_2 13, sky130_fd_sc_hd__o22ai_1 5, sky130_fd_sc_hd__ha_1 54, sky130_fd_sc_hd__a311oi_1 6
sky130_fd_sc_hd__nor4_1 2, sky130_fd_sc_hd__nand2_1 40, sky130_fd_sc_hd__nand2b_1 17, sky130_fd_sc_hd__inv_2 6
sky130_fd_sc_hd__nor3b_2 2, sky130_fd_sc_hd__nor2b_1 12
==> logic make-up after synthesis <==
group / after synthesis
buffers and inverters: 56
AND/OR/NAND/NOR: 138
adder cells (fa/ha/maj): 55
multiplexers: 29
flip-flops: 47
AND-OR/OR-AND: 129
==> report_power, final <==
part | internal, mW | leakage, nW | switching (mW)
logic | 0.743 | 1.49 | 0.810
registers | 1.06 | 0.536 | 0.258
clock network | 0.223 | 0.0412 | 0.307
total | 2.03 | 2.07 | 1.38
==> per-layer routing <==
| layer | up-vias | global-route usage (%) | wire length (µm) |
|---|---|---|---|
| li1 | 1745 | - | - |
| met5 | - | 0 | 0 |
| met1 | 1608 | 42.9 | 5060 |
| met4 | 0 | 3.13 | 155 |
| met3 | 11 | 5.23 | 464 |
| met2 | 78 | 36.5 | 4320 |
Power figures rest on the tool's default switching activity, not on a simulated workload.
